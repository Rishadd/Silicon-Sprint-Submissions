### design/flow/constraint.sdc
current_design crypto_coproc

set clk_period 9.6
set clk_io_pct 0.2

create_clock -name clk0 -period $clk_period

set non_clock_inputs [all_inputs -no_clocks]
set_input_delay [expr $clk_period * $clk_io_pct] -clock clk0 $non_clock_inputs
set_output_delay [expr $clk_period * $clk_io_pct] -clock clk0 [all_outputs]
### design/flow/run.sh
#!/bin/bash
# OpenROAD 26Q1-2900-gdf79404cd8, Yosys 0.63+post, stock flow scripts
make -C /OpenROAD-flow-scripts/flow DESIGN_CONFIG=/design/flow/config.mk WORK_HOME=/design/flow/orfs finish
### design/flow/config.mk
export PLATFORM = sky130hd
export DESIGN_NAME = crypto_coproc
export DESIGN_NICKNAME = crypto_coproc
export VERILOG_FILES = /design/flow/design.v
export SDC_FILE = /design/flow/constraint.sdc
export NUM_CORES = 4
export LEC_CHECK = 1
export CORE_AREA = 10 10 113 113
export DIE_AREA = 0 0 123 123
### design/flow/design.v
module key_expander (
    input [15:0] KEY_16BIT,
    output reg [127:0] KEY_128BIT
);  
    reg [15:0] seed;
    integer i;
    always @(*) begin
        seed = KEY_16BIT;
        KEY_128BIT = 128'h0;
        for (i = 0; i < 8; i = i + 1) begin
            seed = seed ^ (seed << 7);
            seed = seed ^ (seed >> 9);
            seed = seed ^ (seed << 8);
            KEY_128BIT[i*16 +: 16] = seed;
        end
    end
endmodule
module round_function (
    input [15:0] round_data_in,
    input [15:0] round_key_in,
    output [15:0] round_data_out
);
    wire [7:0] L_in, R_in;
    wire [7:0] L_out, R_out;
    wire [7:0] F_result;
    assign L_in = round_data_in[15:8];
    assign R_in = round_data_in[7:0];
    assign F_result = (R_in ^ round_key_in[7:0]) + round_key_in[15:8];
    assign L_out = R_in;
    assign R_out = L_in ^ F_result;
    assign round_data_out = {L_out, R_out};
endmodule
module inverse_round_function ();
endmodule
module crypto_coproc (
    input [15:0] data_in,
    input enc,
    input dec,
    output [15:0] data_out
);
    parameter MASTER_KEY = 16'h1EEE;
    wire [127:0] expanded_key;
    key_expander key_exp (
        .KEY_16BIT(MASTER_KEY),
        .KEY_128BIT(expanded_key)
    );
    wire [15:0] key0, key1, key2, key3, key4, key5, key6, key7;
    assign key0 = expanded_key[127:112];
    assign key1 = expanded_key[111:96];
    assign key2 = expanded_key[95:80];
    assign key3 = expanded_key[79:64];
    assign key4 = expanded_key[63:48];
    assign key5 = expanded_key[47:32];
    assign key6 = expanded_key[31:16];
    assign key7 = expanded_key[15:0];
    wire [15:0] enc_data [0:8];
    wire [15:0] dec_data [0:8];
    round_function enc_round0 (.round_data_in(data_in), .round_key_in(key0), .round_data_out(enc_data[1]));
    round_function enc_round1 (.round_data_in(enc_data[1]), .round_key_in(key1), .round_data_out(enc_data[2]));
    round_function enc_round2 (.round_data_in(enc_data[2]), .round_key_in(key2), .round_data_out(enc_data[3]));
    round_function enc_round3 (.round_data_in(enc_data[3]), .round_key_in(key3), .round_data_out(enc_data[4]));
    round_function enc_round4 (.round_data_in(enc_data[4]), .round_key_in(key4), .round_data_out(enc_data[5]));
    round_function enc_round5 (.round_data_in(enc_data[5]), .round_key_in(key5), .round_data_out(enc_data[6]));
    round_function enc_round6 (.round_data_in(enc_data[6]), .round_key_in(key6), .round_data_out(enc_data[7]));
    round_function enc_round7 (.round_data_in(enc_data[7]), .round_key_in(key7), .round_data_out(enc_data[8]));
    assign data_out = enc ? enc_data[8] :
                     dec ? dec_data[8] : 16'b0;
endmodule
==> flow_summary.yaml <==
# implementation run metrics
outcome:
  outcome: "finished, final reports clean"
worst_setup_path:
  setup.worst_path.start_class: "primary input"
  worst_path_max_delay_cell: "clkdlybuf4s50_1"
  crit_path_max_fanout: 4
  crit_buf_inv: 3
  arrival_ns: 7.13
  cp-end-kind: "output port"
  cpLargestDelayFamily: "XOR/XNOR gates"
  criticalPathCategory: "in2out"
  slowest_delay_ns: 0.57
  worstPathRequired_ns: 7.68
  path_cells: "clkdlybuf4s50_1, inv_1, ha_1, xnor2_2, xnor2_1, ha_1, xnor2_2, xor2_1, ha_1, xor3_1, xnor3_2, nor2_1, or3b_1, a31oi_1, xnor2_1, nor2_1, xnor2_1, mux2i_1, clkdlybuf4s50_1"
routing:
  met1Wirelength_um: 1600
  routedWlPerCell_um: 9.70
  drc: 0
  via_count: 1059
  ant_nets: 0
  wl_met2_um: 1110
  antenna_cells: 0
  vias_per_cell: 3.26
  finalWirelength_um: 3150
  firstDrtPassIters: 4
  top_layer: "met3"
  wl_met3_um: 439
  initialDrtViolationCount: 36
yosys:
  ys_types: 46
  avgSynthCellArea_um2: 8.60
  aoi_share: 0.170
  ys_sh_xor: 0.508
  ys_warn_count: 18
  synth.top_cell.area_share: 0.196
  syn-instance-count: 156
  synthAdderAreaFrac: 0.0840
  simple_gate_area_frac: 0.198
  synth.area.top_cells: "xnor2_1 20%, xor2_1 9.8%, ha_1 8.4%"
  ys_area_um2: 1340
  yosys_cells: 156
  ys_seq_share: 0
  ys_top_logic_family: "XOR/XNOR gates"
  netlist_area_um2: 1340
  ys_sh_mux: 0.0149
  yosysTopAreaCell: "xnor2_1"
final_timing:
  drv_slew: 0
  rsz0062_at_grt: "no"
  finalSetupViolations: 0
  period_used_share: 0.943
  maxSlewHeadroom: 0.568
  fmax_ghz: 0.110
  tightest_slew_ns: 0.632
  hold_viol: 0
  fin_tns_setup_ns: 0
  min_period_ns: 9.05
  layout_setup_ws_ns: 0.549
  timing.hold.ws_ns: 4.79
finish:
  flops: 0
  area_growth_pct: 37.6
  flop_area_um2: 0
  final_util: 0.179
  nClkBuffers: 0
  fillers: 1152
  final_area_um2: 1850
  final_layout_size_suffix_gt1_frac: 0.138
global_routing:
  grt_pass1_vias: 1103
  grt_max_degree: 10
  grt_use_total: 0.0423
  grt_overflow: 0
  grt_pass1_wl_um: 5350
  antenna_found_initial: 0
die:
  fp_util: 0.130
  core-area_um2: 10300
  die_w_um: 123
  die_area_um2: 15100
  die_h_um: 123
  row_count: 37
  ios: 34
place:
  numPortBuffers: 33
  place_hpwl_um: 2960
  place.gp.congestion: 0.817
  pre_cts_ws_ns: 0.407
  placed_cell_area_um2: 1840
pwr:
  ir_drop_uv: 210
  p_leak_nw: 0.714
  powerDensity_nw_per_um2: 319
run:
  drv_cap: 0
  openroad.warnings: 36
min_path:
  hold_path_class: "in2out"
clock_network:
  holdBufCountCts: 0
  cts_resized: 0
  cts_setup_buffers: 0
-- power by group --
group	switching, mW	internal, mW	total, mW	leakage (nW)
clock network	0	0	0	0
logic	0.248	0.340	0.588	0.714
registers	0	0	0	0
-- placed cells by master (no fill, tap or decap), types with 2 or more instances in the layout --
cell type	synthesis	final
clkdlybuf4s50_1	0	33
xnor2_1	30	29
xor2_1	15	15
nor2_1	15	15
and2_1	9	9
nand2_1	9	9
ha_1	9	9
xnor2_2	5	6
inv_1	5	5
a21oi_2	4	4
a21oi_1	4	4
nand3_1	3	3
xnor3_2	3	3
a21o_1	3	3
o21ai_0	3	3
xor3_1	2	2
and3_1	2	2
xor2_2	2	2
or2_1	2	2
a2111oi_0	2	2
nor3_1	2	2
mux2i_1	2	2
-- cell families after synthesis --
family / count (synthesis)
AND-OR/OR-AND: 28
XOR/XNOR: 59
adder cells (fa/ha/maj): 9
buffers and inverters: 7
multiplexers: 2
AND/OR/NAND/NOR: 51
-- tightest hold or removal path, stage by stage --
cell             delay (ns)
clkdlybuf4s50_1        0.50
nor2_1                 0.06
clkdlybuf4s50_1        0.40
-- worst paths after layout --
| check | from | end | slack, ns | cells after the start |
|---|---|---|---|---|
| max | data_in[0] | data_out[7] | 0.55 | 19 |
| min | data_in[8] | data_out[0] | 4.79 | 3 |
-- synth_stat cells, drive strengths merged --
master   count
and2         9
nor2        16
mux2i        2
or2          4
o21ai        4
nor4bb       1
a2111oi      2
nor3         2
nand3        3
inv          5
buf          1
a22oi        1
nor2b        1
a21oi        8
a21bo        1
xnor3        3
a22o         1
xor3         2
and3         2
ha           9
or3          1
a21boi       1
a211oi       1
clkinv       1
o21bai       1
xor2        18
or3b         1
xnor2       36
a311oi       1
nand2b       1
and2b        1
a21o         4
o311ai       1
o21a         1
nand2        9
a31oi        1
-- metal layers --
metal,vias to the layer above,global-route usage
met5,-,0
li1,593,-
met2,34,0.0619
met4,0,0
met3,0,0.0167
met1,432,0.0613
-- through the flow --
step,power [mW],cells
2_1_floorplan,0.411,156
3_3_place_gp,0.591,325
3_5_place_dp,0.595,325
4_1_cts,0.598,325
5_1_grt,0.660,325
6_report,0.588,325
-- final cells by class --
cell class / instances / area (µm²) / share of cell area
inverter: 6 / 22.5 / 0.0122
multi-input combinational: 149 / 1320 / 0.713
tap: 136 / 170 / 0.0922
timing repair buffer: 34 / 338 / 0.183
No activity file was given, so power comes from the tool's default toggle rates.
