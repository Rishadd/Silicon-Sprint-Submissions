**design/flow/config.mk**
```make
export PLATFORM = sky130hd
export DESIGN_NAME = register_file
export DESIGN_NICKNAME = register_file
export VERILOG_FILES = /design/flow/design.v
export SDC_FILE = /design/flow/constraint.sdc
export NUM_CORES = 4
export LEC_CHECK = 1
export CORE_UTILIZATION = 40
```
**design/flow/design.v**
```verilog
`timescale 1ns / 1ps
module register_file(
    input       clk,
    input       wr_en,
    input       [2:0] rd_addr1, rd_addr2, wr_addr,
    input       [15:0] wr_data,
    output      [15:0] rd_data1, rd_data2
    );
reg [15:0] registers [8:0];
integer i;
initial begin
    for (i = 0; i < 8; i = i + 1) begin
        registers[i] = 0;
    end
end
always @(posedge clk) begin
    if (wr_en) registers[wr_addr] <= wr_data;
end
assign rd_data1 = registers[rd_addr1];
assign rd_data2 = registers[rd_addr2];
endmodule
```
**design/flow/run.sh**
```bash
#!/bin/bash
# OpenROAD 26Q1-2900-gdf79404cd8, Yosys 0.63+post, stock flow scripts
make -C /OpenROAD-flow-scripts/flow DESIGN_CONFIG=/design/flow/config.mk WORK_HOME=/design/flow/orfs finish
```
**design/flow/constraint.sdc**
```tcl
current_design register_file

set clk_period 2.6
set clk_io_pct 0.2

create_clock -name clk0 -period $clk_period [get_ports {clk}]

set non_clock_inputs [all_inputs -no_clocks]
set_input_delay [expr $clk_period * $clk_io_pct] -clock clk0 $non_clock_inputs
set_output_delay [expr $clk_period * $clk_io_pct] -clock clk0 [all_outputs]
```
==> GITHUB_STEP_SUMMARY <==
## Synthesis and layout report

| Metric | Value |
|---|---|
| Fin util | `52.7%` |
| Startpoint Class | `input port` |
| Core area | `14,600 sq um` |
| Top cell by count, worst path | `buf_12` |
| Status | `complete, no violations` |
| Min-Delay Endpoint | `registers[6][10]` |
| CP endpoint kind | `output pin` |
| Min-Delay Path Class | `input port to flop` |
| Cell depth of the worst hold path | `1` |
| DR vias | `3,055` |
| Routed WL | `13.1 mm` |
| Max Cap Viol | `0` |
| Comb pwr share | `10.3%` |
| Post-Syn Area | `6040 sq um` |
| Switching Share | `19.1%` |
| Top Registers | `registers x128` |
| Setup Buffers After CTS | `0` |
| Leakage power | `2.64 nW` |
| Mean post-synth cell area | `23.7 sq um` |
| Syn Inst Count | `255` |
| All-Layer GR Usage | `19.1%` |
| Sink Count | `128` |
| Yosys warnings | `1` |
| Die Wd | `125 um` |
| # diodes | `0` |
| DR vias/cell | `5.67` |
| Cell-internal power | `4.27 mW` |
| Clk pwr share | `44.9%` |
| Pwr dens | `684 nW/um^2` |
| Wire per inst | `24.3 um` |
| Share of cells above drive strength 1 | `35.2%` |
| Tool warnings | `27` |
| Final non-filler cell total | `539` |
| Root buffer cell | `clkbuf_16` |
| Crit-path max FO | `10` |
| YS chip area | `6040 sq um` |
| Slew HR | `78.6%` |
| Cycle use final | `99.1%` |
| Core Density at Floorplan | `41.3%` |
| Clock slew at reported path FFs | `0.05 ns` |
| DP Worst Slack | `-0.222 ns` |
| Max FFs per register | `128` |
| Buffers on Ports | `58` |
| Io pins | `59` |
| Worst Tran Pin Value | `0.321 ns` |
| Post-route ant nets | `0` |
| Worst EP required | `2.08 ns` |
| Most common cell after layout, fill and taps aside | `edfxtp_1` |
| Largest net degree at the start of global routing | `17` |
| Routability cong. | `0.783` |
| Top cells excl fill/tap | `edfxtp_1, clkdlybuf4s50_1, mux4_1` |
| Pre-Repair DR Iteration Count | `23` |
| Placed insts | `501` |
| First-pass GRT wire length | `19.2 mm` |
| Post-route minimum period | `2.58 ns` |
| Net Switching | `1.01 mW` |
| Critical path class | `input port to output pin` |
| Critical path's top delay family | `multiplexers` |
| Post-synth regs | `128` |
| Setup WS post-layout | `0.0231 ns` |
| Die Span Y | `125 um` |
| DR iter-0 viols | `135` |
| Initial antenna violation count | `0` |
| Chip area | `15,600 sq um` |
| H-tree level count | `4` |
| Number of global-route vias before repair | `3,319` |
| Drc violations | `0` |
| WP buf/inv | `3` |
| Num CTS Buffers | `17` |
| Clock Tree Buf Depth | `2` |
| Reg with most FFs | `registers` |
| CTS tree | `built` |
| Number of fill cells | `1,143` |
| Area grow syn2layout | `27.7%` |
| Pins Over Slew Limit | `0` |
| Final hold vios | `0` |
| Post-synth top area cell | `edfxtp_1` |
| # rows | `44` |
| Top cell area share | `63.6%` |
| Setup violators final | `0` |
| Max Freq | `0.388 GHz` |
| Final total power | `5.28 mW` |
| Ys cells | `255` |
| CP peak stage delay | `0.58 ns` |
| Crit path cell chain | `buf_12, buf_12, mux4_1, mux2_2, clkdlybuf4s50_1` |
| Distinct lib cells | `11` |
| Critical-path top delay cell | `mux4_1` |
| RSZ-0062 raised after global routing | `true` |
| DP HPWL | `7.26 mm` |
| Gr ovfl total | `0` |
| Worst EP arrival | `2.06 ns` |
| Register share after synthesis | `63.6%` |
| Largest cells by area | `edfxtp_1, mux4_1, mux2_2` |
| Seq pwr share | `44.9%` |
| VDD IR max | `1.01 mV` |
| Hold Crit Start | `wr_data[10]` |
## power groups by stage
stage	combinational (mW)	clock, mW	sequential, mW
4_1_cts	0.541	2.42	2.37
5_1_grt	0.579	2.50	2.38
6_report	0.542	2.37	2.37
## how the worst max path moves through the flow
stage	start	to	slack, ns	depth (start not counted)
4_1_cts	rd_addr1[0]	rd_data1[7]	-0.001	5
5_1_grt	registers[3][1]	rd_data2[1]	-0.01	3
6_report	rd_addr2[0]	rd_data2[11]	0.02	5
## logic make-up (layout without fill, tap and decap cells)
logic type             count (synthesis)  in the layout  share of synthesized area, %
flip-flops                           128            128                          63.6
multiplexers                          96             96                          33.3
buffers and inverters                 18            118                          2.15
AND/OR/NAND/NOR                       13             13                         0.973
## layout make-up
type	instances	area, sq um	share of cell area [%]
multi-input cells	109	2010	26.0
clock buffers	18	429	5.56
repair buffers	86	1040	13.4
flip-flops and latches	128	3840	49.8
well taps	184	230	2.98
clock inverters	14	171	2.22
## layer usage
metal | part of all wire (%) | up-vias | GRT usage [%]
met3 | 9.3 | 15 | 8.85
met5 | 0 | - | 0
li1 | - | 1335 | -
met1 | 36 | 1565 | 25.1
met4 | 1.2 | 0 | 2.01
met2 | 54 | 140 | 32.2
## metrics by stage
| step | instance area [sq um] | hold WS (ns) | setup TNS, ns |
|---|---|---|---|
| after detailed placement | 6970 | 1.27 | -5.84 |
| after global routing | 7720 | 0.841 | -0.0219 |
| after CTS | 7740 | 0.821 | -0.00146 |
| after global placement | 6970 | 1.25 | -5.97 |
| final | 7720 | 0.843 | 0 |
| after floorplan | 6040 | 0.619 | 0 |
## cell usage after synthesis
library cell,n
buf_6,8
edfxtp_1,128
nand2b_1,3
mux4_2,8
nor2_1,6
mux2_2,32
nor3_1,2
buf_1,8
clkbuf_2,2
mux4_1,56
nand2_1,2
## repair_timing
| item | CTS | global route |
|---|---|---|
| resized | 34 | 23 |
| setup endpoints to repair | 32 | 22 |
| hold buffers | 0 | 0 |
| gates cloned | 5 | 1 |
| pin swaps | 0 | 0 |
Power figures rest on the tool's default switching activity, not on a simulated workload.
